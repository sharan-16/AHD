==> /design/flow/design.v <==
module REGISTERS( 
  input wire [4:0] readaddr1,
  input wire [4:0] readaddr2,
  input wire [4:0] writeaddr,
  input wire [31:0] write_data,
  input wire write_cntrl,
  input clk,
  input clr,
  output reg [31:0] read1,
  output reg [31:0] read2
);
  reg [31:0]REG[31:0];
  genvar i;
  assign REG[0]=32'd0;
  assign read1=REG[readaddr1];
  assign read2=REG[readaddr2];    
  generate 
    for (i=1; i<31; i=i+1) begin
      always @(posedge clk or posedge clr) begin
        if (clr==1) begin
          REG[i]<=32'd0;
        end
        else if (write_cntrl==1) begin
            if (i == writeaddr) begin
              REG[i] = write_data;
            end
        end
      end  
    end  
  endgenerate      
endmodule
==> /design/flow/run.sh <==
#!/bin/bash
# OpenROAD 26Q1-2900-gdf79404cd8, Yosys 0.63+post, stock flow scripts
make -C /OpenROAD-flow-scripts/flow DESIGN_CONFIG=/design/flow/config.mk WORK_HOME=/design/flow/orfs finish
==> /design/flow/config.mk <==
export PLATFORM = sky130hd
export DESIGN_NAME = REGISTERS
export DESIGN_NICKNAME = REGISTERS
export VERILOG_FILES = /design/flow/design.v
export SDC_FILE = /design/flow/constraint.sdc
export NUM_CORES = 4
export LEC_CHECK = 1
export CORE_UTILIZATION = 30
==> /design/flow/constraint.sdc <==
current_design REGISTERS

set clk_period 8.0
set clk_io_pct 0.2

create_clock -name clk0 -period $clk_period [get_ports {clk}]

set non_clock_inputs [all_inputs -no_clocks]
set_input_delay [expr $clk_period * $clk_io_pct] -clock clk0 $non_clock_inputs
set_output_delay [expr $clk_period * $clk_io_pct] -clock clk0 [all_outputs]
==> GITHUB_STEP_SUMMARY <==
## Implementation flow summary

| Metric | Value |
|---|---|
| Met3 Use GR | `0.2190` |
| Final wirelength | `276.0 mm` |
| Met2 Use GR | `0.4369` |
| Crit share post-route | `0.9216` |
| CP max FO | `18` |
| Hold Startpoint | `REG[4][28]` |
| Port-buffer cells | `113` |
| WL per Instance | `42.43 µm` |
| Num CTS Buffers | `109` |
| Detailed-route DRC error count | `0` |
| Setup crit start kind | `primary input` |
| Clock root buffer | `clkbuf_16` |
| Core Region | `163100 µm²` |
| H-tree Lvls | `3` |
| Antenna violations before repair | `40` |
| GP Congestion | `1.089` |
| LEAKAGE | `25.35 nW` |
| Commonest non-fill, non-tap cell in the layout | `mux2_2` |
| Final worst slack | `0.6275 ns` |
| Vias per std cell | `6.783` |
| Fin crit period | `7.373 ns` |
| Initial Util | `0.3028` |
| Post-synth regs | `960` |
| Largest registers | `REG: 960 flops` |
| Fin cells | `6504` |
| WHS | `0.5188 ns` |
| Worst r2r src | `REG[23][7]` |
| Final setup violation count | `0` |
| Pre-CTS setup slack | `0.9613 ns` |
| Rows | `148` |
| Hpwl dp | `174.5 mm` |
| Unrepaired setup endpoints after global routing | `no` |
| Antenna-violating nets left | `0` |
| Met1 Use GR | `0.4015` |
| Routed vias | `44115` |
| Cell Type Count | `77` |
| Clk network pwr share | `0.385` |
| Placed Cells | `6256` |
| Syn Area/Cell | `11.99 µm²` |
| Most common logic cells in the final layout | `mux2_2 (975), dfrtp_1 (960), a22oi_1 (553)` |
| Crit path from | `readaddr1[2]` |
| PwrDens | `253.4 nW/µm²` |
| Die Span Y | `407.8 µm` |
| Yosys warning total | `37` |
| Synth Seq Share | `0.4863` |
| Crit end category | `output port` |
| Cts hold-fix bufs | `0` |
| Final-report max-slew violation count | `0` |
| Clock Latency Late Sink | `0.78 ns` |
| CTS tree | `yes` |
| Initial DRC count | `6261` |
| Reg area | `24020 µm²` |
| Net Sw Frac | `0.2958` |
| Sequential share of power | `0.461` |
| Fmax | `135.6 MHz` |
| CTS max path bufs | `3` |
| Final Hold Viols | `0` |
| Area figure in the yosys stat output | `49400 µm²` |
| Reg clk slew, reported paths | `0.06 ns` |
| Area of the mapped netlist | `49400 µm²` |
| Share of cells above drive strength 1 | `0.3687` |
| Crit Path Class | `primary input to output port` |
| Post-synth EDFFs | `0` |
| Worst EP required | `6.40 ns` |
| First-pass GRT wire length | `370.4 mm` |
| Tool warning count | `38` |
| Status | `finished, final reports clean` |
| Gr usage total | `0.3353` |
| Total die size | `166300 µm²` |
| Die Wd | `407.8 µm` |
| IO Pins | `114` |
| Pin slew with the least headroom to its limit | `1.484 ns` |
| Internal | `10.38 mW` |
| GRT Max-Usage Layer | `met2` |
| Peak supply drop | `181.9 µV` |
| WP data arrival | `5.77 ns` |
| Postcts setup bufs | `0` |
| Cells after synthesis | `4120` |
| Dominant Register Cell | `dfrtp_1` |
| Sw Pwr | `4.361 mW` |
| Yosys cell count | `4120` |
| Sink Count | `960` |
| Max reg flops | `960` |
| Largest reg by FF count | `REG` |
| Fillers | `15637` |
| Share of flip-flops with an asynchronous set or reset | `1.000` |
| Remaining global-route overflow | `0` |
| Drt pass-1 iters | `10` |
| Hold Crit Class | `flip-flop to flip-flop` |
| Vias in the first global route | `42478` |
| Post_cts resized | `0` |
| Worst Skew | `0 ns` |
| Area growth syn-to-layout | `17.79%` |
| Logic area | `23970 µm²` |
| Slew HR | `0.008063` |
| Max-cap check violation count | `0` |
| Logic pwr share | `0.154` |
| Largest net degree at the start of global routing | `125` |
-- cells in the mapped netlist (11+ instances only) --
| cell type | number | share of area |
|---|---|---|
| nor2b_1 | 19 | 0.0024 |
| a222oi_1 | 24 | 0.0049 |
| a22oi_1 | 553 | 0.084 |
| nand3b_1 | 17 | 0.0026 |
| a22o_1 | 65 | 0.012 |
| mux2i_1 | 109 | 0.022 |
| dfrtp_1 | 960 | 0.49 |
| clkbuf_1 | 242 | 0.018 |
| buf_2 | 99 | 0.010 |
| inv_1 | 11 | 0.00084 |
| buf_6 | 25 | 0.0057 |
| nand2_1 | 76 | 0.0058 |
| nor3_1 | 16 | 0.0016 |
| a32oi_1 | 11 | 0.0020 |
| nand3_1 | 71 | 0.0072 |
| or3_1 | 21 | 0.0027 |
| buf_1 | 43 | 0.0033 |
| a221oi_1 | 19 | 0.0034 |
| a21oi_1 | 57 | 0.0058 |
| a2111oi_0 | 43 | 0.0076 |
| o22ai_1 | 24 | 0.0030 |
| and3_1 | 162 | 0.021 |
| buf_4 | 12 | 0.0018 |
| nor2_1 | 110 | 0.0084 |
| or4_1 | 37 | 0.0056 |
| o21ai_0 | 16 | 0.0016 |
| nand2b_1 | 15 | 0.0019 |
| mux2_2 | 975 | 0.22 |
| nand4_1 | 126 | 0.016 |
-- metal layers --
layer,wire (µm),share of wire
met1,96850,0.35
met2,108000,0.39
met3,45890,0.17
met4,24320,0.088
met5,922,0.0033
-- power by group through the flow --
stage	logic (mW)	registers [mW]	clock network [mW]
CTS	2.21	6.73	5.71
global route	2.37	6.87	5.88
finish	2.27	6.80	5.68
-- metrics by stage --
step	power, mW	setup TNS [ns]	cell area (µm²)	util
CTS	14.65	0	58070	0.3559
global placement	8.973	0	54040	0.3312
floorplan	7.806	-6545.99	49400	-
detailed placement	9.003	0	54040	0.3312
global route	15.12	0	58110	0.3562
finish	14.74	0	58190	0.3567
-- kinds of logic after synthesis --
group           Yosys count  share of synthesized area
mux                    1087                     0.2455
flops                   960                     0.4863
compound gates          888                     0.1388
simple gates            752                    0.08933
buf+inv                 433                    0.04012
-- layout make-up --
| class | instances | share of cell area |
|---|---|---|
| flip-flops and latches | 960 | 0.4128 |
| multi-input cells | 2727 | 0.4119 |
| repair buffers | 382 | 0.05629 |
| clock buffers | 146 | 0.05432 |
| well taps | 2175 | 0.04677 |
| clock inverters | 53 | 0.01494 |
| diodes | 49 | 0.002107 |
| inverters | 12 | 0.0008386 |
-- critical path, cell delays in order --
cell             delay (ns)
buf_2                  0.53
buf_4                  0.39
nand3b_1               0.48
nor2_4                 1.02
buf_4                  0.48
a22oi_1                0.14
and4_1                 0.23
nand4_1                0.29
clkdlybuf4s50_1        0.55
-- worst paths after layout --
path,endpoint,cells past startpoint,slack [ns]
worst max-delay path,read1[28],9,0.63
worst min register to register,REG[4][28],1,0.52
min in group asynchronous,REG[21][10],3,1.29
max in group asynchronous,REG[9][23],5,4.64
worst max register to register,REG[23][7],1,7.05
worst min-delay path,REG[4][28],1,0.52
No activity file was given, so power comes from the tool's default toggle rates.
